--- flow/run.sh ---
#!/bin/bash
# OpenROAD 26Q1-2900-gdf79404cd8, Yosys 0.63+post, stock flow scripts
make -C /OpenROAD-flow-scripts/flow DESIGN_CONFIG=/design/flow/config.mk WORK_HOME=/design/flow/orfs finish
--- flow/config.mk ---
export PLATFORM = sky130hd
export DESIGN_NAME = membus
export DESIGN_NICKNAME = membus
export VERILOG_FILES = /design/flow/design.v
export SDC_FILE = /design/flow/constraint.sdc
export NUM_CORES = 4
export LEC_CHECK = 1
export CORE_AREA = 10 10 70 70
export DIE_AREA = 0 0 80 80
--- flow/constraint.sdc ---
current_design membus

set clk_period 2.8
set clk_io_pct 0.2

create_clock -name clk0 -period $clk_period

set non_clock_inputs [all_inputs -no_clocks]
set_input_delay [expr $clk_period * $clk_io_pct] -clock clk0 $non_clock_inputs
set_output_delay [expr $clk_period * $clk_io_pct] -clock clk0 [all_outputs]
--- flow/design.v ---
module membus(
    input clock,
    input reset,
    input [31:0] icache2mem_addr,
    input [31:0] dcache2mem_addr,
    input [1:0] dcache2mem_command,
    input icache2mem_read,
    input [3:0] mem2proc_response,
    output logic [3:0] bus2dcache_response,
    output logic [3:0] bus2icache_response,
    output logic [1:0] bus2mem_command,
    output logic [31:0] bus2mem_addr
);
    logic [1:0] counter;
    assign counter = 1;
    always_comb begin
        bus2dcache_response = 0;
        bus2icache_response = 0;
        bus2mem_command = BUS_NONE;
        bus2mem_addr = 0;
        if(!(|counter)) begin
            if(icache2mem_read) begin
                bus2mem_command = BUS_LOAD;
                bus2mem_addr = icache2mem_addr;
                bus2icache_response = mem2proc_response;
            end
            else if(dcache2mem_command != BUS_NONE) begin
                bus2mem_command = dcache2mem_command;
                bus2mem_addr = dcache2mem_addr;
                bus2dcache_response = mem2proc_response;
            end
        end
        else begin
            if(dcache2mem_command != BUS_NONE) begin
                bus2mem_command = dcache2mem_command;
                bus2mem_addr = dcache2mem_addr;
                bus2dcache_response = mem2proc_response;
            end
            else if(icache2mem_read) begin
                bus2mem_command = BUS_LOAD;
                bus2mem_addr = icache2mem_addr;
                bus2icache_response = mem2proc_response;
            end
        end
    end
endmodule
==> notes.md <==
Outcome
* **result of the run** complete, no violations

STA
* **final clock period utilization by the worst path** 92.8%
* **RSZ-0062 raised after global routing** false
* **worst max-slew margin expressed relative to the limit** 86.8%
* **max-slew violation count** 0
* **worst slew pin tran** 0.198 ns
* **final period demand of the worst path** 2.60 ns
* **count of endpoints failing setup in the final report** 0
* **top achievable clock speed** 385 MHz
* **summed negative setup slack over all endpoints** 0 ns
* **endpoints failing hold** 0

Route
* **highest metal layer used by the detailed router** met3
* **mean routed wirelength per cell** 16.1 µm
* **met3 wire length** 388 µm
* **via count** 846
* **per-cell via count in the routed design** 4.09
* **remaining routing DRC violations** 0
* **number of antenna cells inserted** 0
* **Detail Route met2 WL** 1660 µm
* **total iterations of the first detailed-routing run** 3
* **residual antenna-violating net count after detailed routing** 0
* **routed wire length** 3330 µm
* **wl on met1** 1280 µm
* **First DRT Iteration DRCs** 24

Run
* **max-cap check violation count** 0
* **tool warnings** 34

Final layout
* **clkbuf count** 0
* **Area growth syn-to-layout** 262%
* **leading cell types in the layout, fill and taps excluded** 113 x sky130_fd_sc_hd__clkdlybuf4s50_1, 31 x sky130_fd_sc_hd__a22o_1, 9 x sky130_fd_sc_hd__and2_1, 4 x sky130_fd_sc_hd__buf_4, 2 x sky130_fd_sc_hd__nand2_1
* **share of layout cells above drive strength 1** 3.11%
* **Register Area** 0 µm²
* **number of flip-flops and latches** 0
* **leading cell type in the layout, fill and taps excluded** sky130_fd_sc_hd__clkdlybuf4s50_1

Synth
* **count of mapped cells out of synthesis** 53
* **cell type with the highest aggregate area in the netlist** sky130_fd_sc_hd__a22o_1
* **Basic Gates by Area** 16.8%
* **multiplexer fraction of the synthesized cell area** 0%
* **comb area leader** AND-OR/OR-AND gates
* **area fraction in full adders, half adders and majority gates** 0%
* **post-synthesis cell area** 433 µm²
* **Yosys warning count** 5
* **average instance area after synthesis** 8.17 µm²
* **largest cells by area after synthesis** sky130_fd_sc_hd__a22o_1 63%, sky130_fd_sc_hd__buf_6 16%, sky130_fd_sc_hd__and2_1 13%
* **distinct cell type count after synthesis** 9
* **post-synth area from yosys stat** 433 µm²
* **area share, top type** 62.7%
* **share of synthesized area occupied by flip-flops and latches** 0%
* **xor+xnor area frac** 0%
* **synthesized-area fraction occupied by ao, oa, aoi and oai cells** 63.9%
* **# Cells Yosys** 53

Global routing
* **via count of the first global-routing pass** 861
* **pin count of the biggest net entering global routing** 22
* **global router's overall resource usage** 9.35%
* **GRT overflow** 0
* **global-route wire length before repair** 4880 µm
* **number of antenna violations at the first check in global routing** 0

Critical path
* **crit-path max cell delay** 0.49 ns
* **kind of critical path** in2out
* **series of cell instances along the critical path** clkdlybuf4s50_1, nor2b_2, buf_4, a22o_1, clkdlybuf4s50_1
* **kind of capture point of the worst setup path** output port
* **CP dominant cell by count** sky130_fd_sc_hd__clkdlybuf4s50_1
* **launching element type of the critical path** input port
* **CP max stage cell** sky130_fd_sc_hd__clkdlybuf4s50_1
* **arrival time at the worst endpoint** 2.04 ns
* **maximum fanout along the worst path** 18
* **worst path required time** 2.24 ns

Place
* **# port buffers** 113
* **gpl congestion** 0.833
* **final HPWL from detailed placement** 2950 µm

Power
* **internal power** 0.183 mW
* **power density normalized to cell area** 147 nW/µm²
* **Peak VDD IR** 0.0667 mV
* **Pleak** 0.601 nW
* **part of the total power dissipated in combinational logic** 100.0%
* **switching power share of the total** 20.6%
* **sw power** 0.0475 mW
* **PnR Total Power** 0.230 mW
* **Flop pwr share** 0%
* **part of the power in the clock network** 0%

Floorplan
* **overall die width** 80 µm
* **Top-Level Pins** 115
* **area of the placeable core** 3420 µm²
* **Pre-Place Util** 12.7%
* **number of placement rows** 21
* **vertical die dimension** 80 µm
* **area of the chip** 6400 µm²

Clock network
* **Post-CTS Setup Bufs** 0
* **post-cts sizing count** 0
* **hold buffers post-CTS** 0

Min path
* **Hold WC Path Type** in2out

power by group through the flow:
stage         sequential [mW]  clock [mW]  combinational, mW
finish                      0           0              0.230
global route                0           0              0.249
CTS                         0           0              0.234
synthesized netlist by cell type:
cell and number:
sky130_fd_sc_hd__buf_2 1, sky130_fd_sc_hd__o21ai_1 1, sky130_fd_sc_hd__a22o_1 31, sky130_fd_sc_hd__nand2_1 2, sky130_fd_sc_hd__clkbuf_1 1, sky130_fd_sc_hd__buf_4 1, sky130_fd_sc_hd__buf_6 6, sky130_fd_sc_hd__and2_1 9
sky130_fd_sc_hd__nor2b_2 1
worst max-delay path, delay by kind of cell:
family	cells	cell delay, ns
AOI/OAI and AO/OA	1	0.15
buffers and inverters	3	1.19
and+or+nand+nor	1	0.15
path summary, 6_finish.rpt:
check                                from               end  slack [ns]  cells past startpoint
worst min-delay path  icache2mem_addr[29]  bus2mem_addr[29]        2.03                      4
worst max-delay path      icache2mem_read   bus2mem_addr[5]        0.20                      5
metal layers:
layer / vias up / GRT usage, %
li1: 432 / -
met1: 359 / 11.1
met2: 55 / 16.5
met3: 0 / 3.41
met4: 0 / 0
met5: - / 0
layout make-up:
| class | instances | area (µm²) |
|---|---|---|
| Timing Repair Buffer | 117 | 1160 |
| Tap cell | 46 | 57.6 |
| Fill cell | 325 | 1850 |
| Multi-Input combinational cell | 44 | 349 |
through the flow:
stage                     instances  util [%]  area (µm²)  setup WS (ns)  hold WS [ns]
after floorplan                  53         -         433           1.15          1.18
after detailed placement        207      45.9        1570          0.177          2.04
after CTS                       207      45.9        1570          0.179          2.05
final                           207      45.9        1570          0.202          2.03
after global routing            207      45.9        1570         0.0988          2.09
after global placement          207      45.9        1570          0.185          2.04
cells by family after synthesis:
logic type	Yosys count
compound gates	32
buf+inv	9
simple gates	12
Power and IR drop assume default switching activity.
